--- run.sh ---
#!/bin/bash
# OpenROAD 26Q1-2900-gdf79404cd8, Yosys 0.63+post, stock flow scripts
make -C /OpenROAD-flow-scripts/flow DESIGN_CONFIG=/design/flow/config.mk WORK_HOME=/design/flow/orfs finish
--- config.mk ---
export PLATFORM = sky130hd
export DESIGN_NAME = mux2b16
export DESIGN_NICKNAME = mux2b16
export VERILOG_FILES = /design/flow/design.v
export SDC_FILE = /design/flow/constraint.sdc
export NUM_CORES = 4
export LEC_CHECK = 1
export CORE_AREA = 10 10 70 70
export DIE_AREA = 0 0 80 80
--- constraint.sdc ---
current_design mux2b16

set clk_period 1.0
set clk_io_pct 0.2

create_clock -name clk0 -period $clk_period

set non_clock_inputs [all_inputs -no_clocks]
set_input_delay [expr $clk_period * $clk_io_pct] -clock clk0 $non_clock_inputs
set_output_delay [expr $clk_period * $clk_io_pct] -clock clk0 [all_outputs]
--- design.v ---
module mux2b16(s,minm1,hrm1,minm2,hrm2,min_out,hr_out);
  input [7:0]minm1,hrm1,minm2,hrm2;
  output [7:0] min_out,hr_out;
  input s;
  assign {min_out, hr_out}= (s==0)?{minm1,hrm1}:{minm2,hrm2};
endmodule
==> results.cfg <==
; flow metrics
[yosys]
yosys_warnings = 0
synth_top_area_share = 0.6030
ys_chip_area_um2 = 249.0
synth_area_um2 = 249.0
synth_cell_type_count = 4
yosys_cells = 18
ys_seq_frac = 0
yosysTopAreaCell = mux2_4
syn-mean-instance-area_um2 = 13.83
common_cells = mux2_4, mux2_2, buf_12, buf_6
syn_inst = 18
topCellsByArea = mux2_4, mux2_2, buf_12
post-synth-top-count-cell = mux2_4

[layout]
layoutNonFillerInstCount = 113
syn_to_final_growth_pct = 219.1
fillers = 388
seq_cells = 0
clkbuf_count = 0
flop_area_um2 = 0
drive_gt1_frac = 0.5224

[timing]
slew_viol_final = 0
fin_ws_ns = -0.05490
relSlewSlack = 0.9524
tightest_slew_ns = 0.07145
fin_hold_ws_ns = 0.7956
setup_viol = 16
timing.final.hold_violations = 0
timing.final.crit_period_ns = 1.055
fmax_ghz = 0.9480
grt_setup_unrepaired = true
finalClockPeriodUsage = 1.055

[flow_run]
warning_count = 34
cap_violations = 0

[floorplanning]
ios = 49
rows = 21
die-area_mm2 = 0.006400
initial_utilization = 0.07289
core_area_mm2 = 0.003416
die_y_um = 80
die_x_um = 80

[status]
violations = negative setup slack
status = finished with violations

[setup_path]
cpMostUsedCell = buf_12
worstPathBufferInverterCount = 3
critPathMaxStageDelay_ns = 0.30
crit_family = buffers and inverters
required_ns = 0.80
crit_fanout = 8
crit_path_end_kind = output pin
path_cells = buf_12 > buf_12 > mux2_4 > buf_6
cp-start-kind = input port
arrival_ns = 0.85
critPathSlowestCell = mux2_4
worstSetupPathType = in2out
crit_cells = 4

[drt]
wl_per_cell_um = 12.64
ant_nets = 0
drt_pass1_iterations = 1
num_vias = 359
drt_iter0_markers = 0
totalWireLength_um = 1428
antennaDiodeCount = 0
drc = 0
routed_via_density = 3.177

[power]
clkPwrFrac = 0
p_leak_nw = 0.4174
power_frac_seq = 0
vdd_drop_max_v = 0.0001478
p_per_area_mw_per_mm2 = 375.6
netSwitchingFraction = 0.2181
intPower_w = 0.0002333
power_w = 0.0002984
p_comb_frac = 1.000
p_sw_w = 0.00006509

[placement]
place.gp.congestion = 0.7726
hpwl_um = 1220
port_buffers = 49
pre_cts_ws_ns = -0.8536
dp_cells = 112

[grt]
track_usage = 0.04318
grt_max_degree = 9
grt_pass1_wl_um = 2242
grt_remaining_overflow = 0
grt_pass1_vias = 428
antenna_found_initial = 0

[hold_path]
min_path_cells = 3
hold_class = in2out
min-delay-start = minm1[2]
hold_path_end = min_out[2]

[clock_network]
postCtsHoldBufs = 0
cts_setup_buffers = 0
==> area by class of cell <==
class,count,area [µm²],area share
timing repair buffer,51,496.7,0.6252
tap,46,57.56,0.07244
multi-input combinational,16,240.2,0.3024
==> cells in the final DEF, fill, tap and decap left out, drive strengths merged <==
master and instances:
buf 19, dlygate4sd2 32, mux2 16
==> power by group through the flow <==
stage,logic [W],clock network [W],registers (W)
4_1_cts,0.000280,0,0
6_report,0.000298,0,0
5_1_grt,0.000324,0,0
==> how the worst max path moves through the flow <==
stage,from,endpoint,slack [ns]
4_1_cts,s,hr_out[1],-0.06
5_1_grt,s,hr_out[2],-0.07
6_report,s,hr_out[1],-0.05
==> tightest hold or removal path: cells and delay by family <==
| family | cells | cell delay [ns] |
|---|---|---|
| mux | 1 | 0.13 |
| buf+inv | 2 | 0.27 |
==> metal layers <==
layer | vias up | GRT usage | share of wire
met2 | 49 | 0.05297 | 0.24
met3 | 0 | 0.04205 | 0.27
met1 | 143 | 0.05537 | 0.48
met5 | - | 0 | 0
met4 | 0 | 0 | 0
li1 | 167 | - | -
==> per-stage QoR <==
step	utilization	cell area, µm²	TNS, ns
5_1_grt	0.2326	794.5	-1.096
6_report	0.2326	794.5	-0.7843
3_5_place_dp	0.2300	785.8	-13.13
2_1_floorplan	-	249.0	0
4_1_cts	0.2216	757.0	-0.8483
3_3_place_gp	0.2300	785.8	-13.08
==> repair_timing <==
action | CTS | global route
endpoints found under the setup margin | 16 | 16
cloned | 1 | 0
resized | 101 | 6
==> logic make-up after synthesis <==
logic type,count (synthesis),synth area share
mux,16,0.8743
buf+inv,2,0.1256
Power figures rest on the tool's default switching activity, not on a simulated workload.
